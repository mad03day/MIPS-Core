$ cat flow/design.v
module idtoex( i_clk_l, 
    i_NPC2, o_NPC2,
    i_imm26x, o_imm26x,
    i_BUSA, o_BUSA,
    i_BUSB ,o_BUSB,
    i_rd2, o_rd2,
    i_ExtOp, o_ExtOp,
    i_ALUsrc, o_ALUsrc,
    i_ALUctrl, o_ALUctrl,
    i_jump, o_jump,
    i_beq, o_beq,
    i_bne, o_bne,
    i_memWRITE, o_memWRITE,
    i_memToREG, o_memToREG,
    i_RegWRITE, o_toMEM);
input i_clk_l, i_ExtOp, i_ALUsrc, i_jump, i_beq, i_bne, i_memWRITE, i_memToREG, i_RegWRITE;
input [3:0] i_ALUctrl;
input [4:0] i_rd2;
input [25:0] i_imm26x;
input [29:0] i_NPC2;
input [31:0] i_BUSA, i_BUSB;
output reg o_ExtOp,  o_ALUsrc, o_jump, o_beq, o_bne, o_memWRITE, o_memToREG, o_toMEM;
output reg [3:0] o_ALUctrl;
output reg [4:0] o_rd2;
output reg [29:0] o_NPC2;
output reg [31:0] o_BUSA, o_BUSB;
output reg [25:0] o_imm26x;
always@(posedge i_clk_l) begin
    o_NPC2 = i_NPC2;
    o_imm26x = i_imm26x;
    o_rd2 = i_rd2;
    o_BUSA = i_BUSA;
    o_BUSB = i_BUSB;
    o_ExtOp = i_ExtOp;
    o_ALUctrl = i_ALUctrl;
    o_ALUsrc = i_ALUsrc;
    o_jump = i_jump;
    o_beq = i_beq;
    o_bne = i_bne;
    o_memWRITE = i_memWRITE;
    o_memToREG = i_memToREG;
    o_toMEM = i_RegWRITE;
  end
endmodule
$ cat flow/run.sh
#!/bin/bash
# OpenROAD 26Q1-2900-gdf79404cd8, Yosys 0.63+post, stock flow scripts
make -C /OpenROAD-flow-scripts/flow DESIGN_CONFIG=/design/flow/config.mk WORK_HOME=/design/flow/orfs finish
$ cat flow/config.mk
export PLATFORM = sky130hd
export DESIGN_NAME = idtoex
export DESIGN_NICKNAME = idtoex
export VERILOG_FILES = /design/flow/design.v
export SDC_FILE = /design/flow/constraint.sdc
export NUM_CORES = 4
export LEC_CHECK = 1
export CORE_AREA = 10 10 176 176
export DIE_AREA = 0 0 186 186
$ cat flow/constraint.sdc
current_design idtoex

set clk_period 1.0
set clk_io_pct 0.2

create_clock -name clk0 -period $clk_period [get_ports {i_clk_l}]

set non_clock_inputs [all_inputs -no_clocks]
set_input_delay [expr $clk_period * $clk_io_pct] -clock clk0 $non_clock_inputs
set_output_delay [expr $clk_period * $clk_io_pct] -clock clk0 [all_outputs]
==> flow_summary.ini <==
; physical design summary
[global_routing]
grt_usage_pct = 5.97
first_global_vias = 2266
grt_max_degree = 17
grt_pass1_wl_um = 15000
grt_overflow = 0
antenna_found_initial = 0

[pwr]
power_mw = 13.3
ir_drop_uv = 862
p_leak_nw = 2.53
p_per_area_nw_per_um2 = 2250

[sta]
layout_setup_ws_ns = -0.0454
holdWs_ns = 0.220
max-slew-margin-rel_pct = 88.0
hold_viol_final = 0
finalSetupViolCount = 136
period_minus_slack_ns = 1.05
max_freq_ghz = 0.957
period_used_pct = 105
finalMaxSlewViolations = 0
worst_pin_slew_ns = 0.181
rsz0062_at_grt = yes
fin_setup_tns_ns = -1.41

[critical_path]
critPathBufInv = 1
path_class = flop to output pin
critPathTopFamily = flip-flops
crit_start = o_BUSB[17]
cp-end-kind = output pin
cp.required_ns = 0.80
critPathMaxStageDelay_ns = 0.33
cp_cell_sequence = buf_6
path_depth = 1
cp_max_fo = 1
cp-endpoint = o_BUSB[17]
cp_slowest_cell = dfxtp_2
startpoint_type = flop
arrival_ns = 0.85

[detailed_routing]
vias_per_cell = 2.64
ant_nets = 0
diodes = 0
drt-total-wl_um = 11000
detail_route.wl_per_cell_um = 14.1
drt_iter0_markers = 38
drc_errors = 0
dr.pass1.iters = 3
vias = 2072

[cells_and_area]
areaGrowthSynthToFinish_pct = 116
lay_top_cells = 137 x clkdlybuf4s50_1, 131 x buf_2, 118 x dfxtp_1
design_area_sq_um = 5910
flop_area_sq_um = 2770
fillers = 2906
logic_gates = 0
combGateArea_sq_um = 0
fin_cells = 784
final_common_cell = clkdlybuf4s50_1
layout-drive-gt1-share_pct = 42.2

[placed_design]
place_congestion = 0.795
numPortBuffers = 274
place_area_sq_um = 5910
dp_hpwl_um = 8920
dp_cells = 752

[yosys]
synth_seq_share_pct = 100
synth_cell_types = 1
syn_inst = 137
synthesis.area_sq_um = 2740
numSynthFlops = 137
ys_chip_area_sq_um = 2740
synth_warnings = 1
syn_area_per_cell_sq_um = 20.0
ys_cells = 137

[floorplanning]
io_pins = 275
die_y_um = 186
initCoreUtil_pct = 10.1
die_x_um = 186
core_sq_um = 27000
die-area_sq_um = 34600
fp-row-count = 60

[clocking]
cts_setup_buffers = 0
h-tree-depth = 4
cts_tree = built
ctsHoldBuffers = 0
clock-sinks = 137
clk_pin_slew_ns = 0.06
cts_root_buffer = clkbuf_16
clk_path_buf_depth = 2
ctsResizeCount = 454
cts-buffers-inserted = 17

[run_status]
violations = negative setup slack
status = complete, but fails checks

[run]
warnings = 27
cap_violations = 0

[hold_path]
hp-class = primary input to flop
[worst min path at each step]
stage / startpoint / endpoint / slack (ns) / cells after the start
CTS: i_imm26x[16] / o_imm26x[16] / 0.19 / 1
finish: i_NPC2[15] / o_NPC2[15] / 0.22 / 1
global route: i_BUSA[14] / o_BUSA[14] / 0.18 / 1
[layer usage]
layer / part of all wire, % / GRT usage, %
met2: 49 / 9.99
met1: 34 / 6.01
met3: 15 / 4.22
met4: 1.5 / 1.00
met5: 0 / 0
[through the flow]
stage	util (%)	worst slack, ns
floorplan	-	0.538
global placement	21.9	-0.0549
detailed placement	21.9	-0.0597
CTS	21.8	-0.0825
global route	21.9	-0.0947
finish	21.9	-0.0454
[cells in the mapped netlist]
master   count  area, sq um
dfxtp_1    137         2740
[power breakdown]
group,leakage (nW),total [mW],internal [mW],switching [mW]
logic,1.09,0.793,0.652,0.140
registers,1.16,5.82,5.76,0.0603
clock network,0.289,6.68,4.19,2.49
total,2.53,13.3,10.6,2.69
[sequential cells by signal, indices dropped and copies added, names as in the netlist]
signal and count:
o_jump 1, o_NPC2 30, o_ExtOp 1, o_beq 1
o_ALUctrl 4, o_bne 1, o_memToREG 1, o_memWRITE 1
o_ALUsrc 1, o_imm26x 26, o_BUSB 32, o_BUSA 32
o_rd2 5, o_toMEM 1
[layout make-up]
type,count,share of cell area [%]
clock buffer,18,7.26
clock inverter,14,3.34
sequential,137,46.8
tap,341,7.21
timing repair buffer,274,35.4
[logic make-up (layout without fill, tap and decap cells)]
kind of cell | Yosys count | in the layout | synth area share, %
buf+inv | 0 | 306 | 0
flops | 137 | 137 | 100
Power and IR drop assume default switching activity.
