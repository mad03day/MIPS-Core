[design/flow/run.sh]
#!/bin/bash
# OpenROAD 26Q1-2900-gdf79404cd8, Yosys 0.63+post, stock flow scripts
make -C /OpenROAD-flow-scripts/flow DESIGN_CONFIG=/design/flow/config.mk WORK_HOME=/design/flow/orfs finish
[design/flow/config.mk]
export PLATFORM = sky130hd
export DESIGN_NAME = next_pc
export DESIGN_NICKNAME = next_pc
export VERILOG_FILES = /design/flow/design.v
export SDC_FILE = /design/flow/constraint.sdc
export NUM_CORES = 4
export LEC_CHECK = 1
export CORE_AREA = 10 10 104 104
export DIE_AREA = 0 0 114 114
[design/flow/constraint.sdc]
current_design next_pc

set clk_period 10.5
set clk_io_pct 0.2

create_clock -name clk0 -period $clk_period

set non_clock_inputs [all_inputs -no_clocks]
set_input_delay [expr $clk_period * $clk_io_pct] -clock clk0 $non_clock_inputs
set_output_delay [expr $clk_period * $clk_io_pct] -clock clk0 [all_outputs]
[design/flow/design.v]
module adder(i_op1, i_op2, o_result);
parameter WIDTH = 32;
input [WIDTH - 1:0] i_op1, i_op2;
output [WIDTH - 1:0] o_result;
assign o_result = i_op1 + i_op2;
endmodule
module next_pc(i_inc_PC, i_Branch_E, i_Branch_N, i_J, i_imm26,  i_Zero, o_PCSrs, o_BJ_addr);
parameter nWIDTH = 30;
input [29:0] i_inc_PC;
input i_Branch_E, i_Branch_N, i_J, i_Zero;
input [25:0] i_imm26;
output reg  o_PCSrs;
output [29:0] o_BJ_addr;
reg Beq, Bne;
wire [29:0] addResult;
wire [31:0] signData;
signExtend signExtend_npc(.i_data(i_imm26[15:0]), .en(1'b1), .o_data(signData));
adder#(.WIDTH(nWIDTH)) add(.i_op1(i_inc_PC), .i_op2(signData[29:0]), .o_result(addResult));
assign o_PCSrs = i_J | ((i_Branch_E & i_Zero) | (i_Branch_N &(~i_Zero))) ;
assign o_BJ_addr = i_J ? ({i_inc_PC[29:26], i_imm26}) : addResult;
endmodule
module signExtend(i_data, en, o_data);
input   [15:0]  i_data;
input	en;
output  [31:0]  o_data;
assign o_data = en ? { { 16{i_data[15]} } , i_data }  : {16'b0, i_data} ;
endmodule
==> impl_results.html <==
<p>Metrics extracted from the flow reports.</p>
<table>
<tr><th>Metric</th><th>Value</th></tr>
<tr><th colspan="2">Status</th></tr>
<tr><td>Run status</td><td>finished clean</td></tr>
<tr><th colspan="2">Timing</th></tr>
<tr><td>Final setup fails</td><td>0</td></tr>
<tr><td>Maximum clock rate</td><td>133 MHz</td></tr>
<tr><td>Unrepaired setup endpoints after global routing</td><td>false</td></tr>
<tr><td>Clock period minus worst slack</td><td>7.53 ns</td></tr>
<tr><td>Setup TNS</td><td>0 ns</td></tr>
<tr><td>Share of the cycle needed by the critical path after routing</td><td>approximately 72%</td></tr>
<tr><td>Final-report max-slew violation count</td><td>0</td></tr>
<tr><td>Worst slew margin</td><td>56.4%</td></tr>
<tr><td>Count of final hold-check violations</td><td>0</td></tr>
<tr><td>Worst Max-Slew Pin Slew</td><td>approximately 0.65 ns</td></tr>
<tr><th colspan="2">Placed design</th></tr>
<tr><td>Final weighted congestion in routability-driven placement</td><td>0.838</td></tr>
<tr><td>IO Port Bufs</td><td>91</td></tr>
<tr><td>Detailed placer's ending HPWL</td><td>about 5.4 mm</td></tr>
<tr><th colspan="2">Routing</th></tr>
<tr><td>Routed length per instance</td><td>13.9 µm</td></tr>
<tr><td>Mean number of vias per cell</td><td>4.73</td></tr>
<tr><td>DR vias</td><td>2142</td></tr>
<tr><td>First-pass DRT Iterations</td><td>4</td></tr>
<tr><td># diodes</td><td>0</td></tr>
<tr><td>Count of antenna-violating nets left after detailed routing</td><td>0</td></tr>
<tr><td>Iteration-0 DRC count of the detailed router</td><td>around 95</td></tr>
<tr><td>Post-route DRC</td><td>0</td></tr>
<tr><td>Routed Wire Length</td><td>between 6 and 7 mm</td></tr>
<tr><th colspan="2">GRT</th></tr>
<tr><td>First-pass GRT wire length</td><td>10.2 mm</td></tr>
<tr><td>Antenna violations before repair</td><td>0</td></tr>
<tr><td>Vias in the first global route</td><td>2145</td></tr>
<tr><td>Overall Global Routing Usage</td><td>9.18%</td></tr>
<tr><td>Pin count of the biggest net entering global routing</td><td>59</td></tr>
<tr><td>Grt total ovfl</td><td>0</td></tr>
<tr><th colspan="2">Finish</th></tr>
<tr><td># clk buffers</td><td>0</td></tr>
<tr><td>Layout cell share with drive strength beyond 1</td><td>~4.3%</td></tr>
<tr><td>Number of flip-flops and latches</td><td>0</td></tr>
<tr><td>Layout area overhead</td><td>53.8%</td></tr>
<tr><td>Combined flip-flop and latch cell area</td><td>0 µm²</td></tr>
<tr><td>Commonest non-fill, non-tap cell in the layout</td><td>sky130_fd_sc_hd__clkdlybuf4s50_1</td></tr>
<tr><td>Count of filler cells inserted in the layout</td><td>around 900</td></tr>
<tr><td>Most used cells in the layout excluding fill and tap cells</td><td>sky130_fd_sc_hd__clkdlybuf4s50_1 (90), sky130_fd_sc_hd__nand2_1 (38), sky130_fd_sc_hd__o21ai_0 (29), sky130_fd_sc_hd__ha_1 (29), sky130_fd_sc_hd__a21oi_1 (22)</td></tr>
<tr><td>Combinational Area</td><td>approximately 1800 µm²</td></tr>
<tr><td>Utilization after layout</td><td>32.7%</td></tr>
<tr><th colspan="2">Floorplan</th></tr>
<tr><td>Standard cell core area</td><td>8680 µm²</td></tr>
<tr><td>Number of top-level design ports</td><td>roughly 91</td></tr>
<tr><td>Die Height</td><td>114 µm</td></tr>
<tr><td>Die Area</td><td>13000 µm²</td></tr>
<tr><td>Floorplan Utilization</td><td>21.3%</td></tr>
<tr><td>Chip width</td><td>114 µm</td></tr>
<tr><td>Total number of placement rows</td><td>34</td></tr>
<tr><th colspan="2">Worst setup path</th></tr>
<tr><td>Data arrival, critical path</td><td>5.43 ns</td></tr>
<tr><td>Largest fanout on the critical path</td><td>17</td></tr>
<tr><td>Worst setup path class</td><td>input pin to output pin</td></tr>
<tr><td>Kind of launch point of the worst setup path</td><td>input pin</td></tr>
<tr><td>Kind of end point of the critical path</td><td>output pin</td></tr>
<tr><td>WP data required</td><td>8.40 ns</td></tr>
<tr><th colspan="2">Yosys</th></tr>
<tr><td>Largest cells by area after synthesis</td><td>sky130_fd_sc_hd__ha_1 (20%), sky130_fd_sc_hd__xnor2_1 (8.5%), sky130_fd_sc_hd__o21ai_0 (7.9%)</td></tr>
<tr><td>Aoi share</td><td>about 37%</td></tr>
<tr><td>Dominant cell type by area after synthesis</td><td>sky130_fd_sc_hd__ha_1</td></tr>
<tr><td>Post-Syn Area per Cell</td><td>6.88 µm²</td></tr>
<tr><td>Area of the mapped netlist</td><td>1840 µm²</td></tr>
<tr><td>XOR/XNOR share of the synthesized area</td><td>13.8%</td></tr>
<tr><td>Syn Inst Count</td><td>268</td></tr>
<tr><td>Fraction of the mapped netlist area in adder cells</td><td>roughly a fifth</td></tr>
<tr><td>Fraction of the yosys area taken by sequential cells</td><td>0%</td></tr>
<tr><td>Synth cell types</td><td>48</td></tr>
<tr><td>Multiplexer share of the synthesized area</td><td>4.61%</td></tr>
<tr><td>Simple-gate portion of the synthesized area</td><td>19.2%</td></tr>
<tr><td>Cells in synth_stat.txt</td><td>between 200 and 300</td></tr>
<tr><td>Area share of the largest cell type after synthesis</td><td>19.7%</td></tr>
<tr><td>Yosys-reported design area after synthesis</td><td>1840 µm²</td></tr>
<tr><td>Largest non-sequential cell family by area</td><td>AND-OR/OR-AND gates</td></tr>
<tr><td>Synth warn</td><td>1</td></tr>
<tr><th colspan="2">Power</th></tr>
<tr><td>Net load switching power</td><td>0.0747 mW</td></tr>
<tr><td>Internal power</td><td>0.0967 mW</td></tr>
<tr><td>IR drop worst, VDD</td><td>0.0172 mV</td></tr>
<tr><td>Net switching fraction of the power</td><td>43.6%</td></tr>
<tr><td>Share of power burned in registers</td><td>0%</td></tr>
<tr><td>Part of the power in the clock network</td><td>0%</td></tr>
<tr><td>Leakage</td><td>1.16 nW</td></tr>
<tr><td>Relative contribution of combinational cells to total power</td><td>approximately 100%</td></tr>
<tr><td>Power density normalized to cell area</td><td>about 60 nW/µm²</td></tr>
<tr><th colspan="2">Flow run</th></tr>
<tr><td>Max Cap Viol</td><td>0</td></tr>
<tr><td>OpenROAD warnings</td><td>32</td></tr>
<tr><th colspan="2">Clock network</th></tr>
<tr><td>Number of setup buffers added after CTS</td><td>0</td></tr>
<tr><td>Hold buffers post-CTS</td><td>0</td></tr>
<tr><td>PostCTS Resize Cnt</td><td>0</td></tr>
<tr><th colspan="2">Hold path</th></tr>
<tr><td>Class of the tightest hold or removal check</td><td>input pin to output pin</td></tr>
</table>
==> critical path, cell delays in order <==
cell and delay (ns):
sky130_fd_sc_hd__clkdlybuf4s50_1 0.89, sky130_fd_sc_hd__ha_1 0.42, sky130_fd_sc_hd__a21oi_1 0.25, sky130_fd_sc_hd__nand2_1 0.08, sky130_fd_sc_hd__a211oi_1 0.30, sky130_fd_sc_hd__o311a_1 0.24, sky130_fd_sc_hd__nor2_1 0.07, sky130_fd_sc_hd__a31oi_1 0.33
sky130_fd_sc_hd__xor2_1 0.14, sky130_fd_sc_hd__o21ai_1 0.14, sky130_fd_sc_hd__clkdlybuf4s50_1 0.48
==> path summary, 6_finish.rpt <==
path                  slack, ns         from  cells after the start       endpoint
worst max-delay path       2.97  i_imm26[15]                     11  o_BJ_addr[23]
worst min-delay path       5.12  i_imm26[23]                      4  o_BJ_addr[23]
==> metal layers <==
layer  part of all wire [%]  global-route usage [%]  up-vias
li1                       -                       -     1149
met1                     47                    12.7      933
met2                     45                    15.0       60
met3                    8.0                    2.13        0
met4                      0                       0        0
met5                      0                       0        -
==> kinds of logic (layout without fill, tap and decap cells) <==
kind of cell | count (synthesis) | in the layout
compound gates | 102 | 102
xor+xnor | 29 | 29
fa+ha+maj | 30 | 30
buf+inv | 22 | 99
mux | 8 | 8
simple gates | 77 | 77
==> area by class of cell <==
| cell class | instances | share of cell area (%) |
|---|---|---|
| inverter | 7 | 0.926 |
| tap | 108 | 4.76 |
| multi-input combinational | 246 | 62.1 |
| timing repair buffer | 92 | 32.2 |
==> power by group through the flow <==
stage | clock network, mW | logic [mW] | registers (mW)
after global routing | 0 | 0.192 | 0
final | 0 | 0.171 | 0
after CTS | 0 | 0.174 | 0
==> Yosys cell counts, drive strengths merged, types with 2 or more instances <==
master,count
a211oi,2
a21o,15
a21oi,22
a221oi,3
a31oi,6
and3,3
clkbuf,14
ha,29
inv,7
mux2,4
mux2i,4
nand2,38
nand3,6
nand4,7
nor2,15
nor2b,3
o2111ai,2
o21a,3
o21ai,33
o21bai,3
o311ai,2
o31ai,3
xnor2,18
xor2,11
==> metrics by stage <==
| step | cells | worst slack [ns] | hold WS [ns] | instance area, µm² | power (mW) |
|---|---|---|---|---|---|
| detailed placement | 453 | 2.97 | 5.12 | 2840 | 0.172 |
| global placement | 453 | 2.99 | 5.12 | 2840 | 0.172 |
| global route | 453 | 2.68 | 5.16 | 2840 | 0.192 |
| finish | 453 | 2.97 | 5.12 | 2840 | 0.171 |
| CTS | 453 | 2.93 | 5.12 | 2840 | 0.174 |
| floorplan | 268 | 4.17 | 4.23 | 1840 | 0.0934 |
Power figures rest on the tool's default switching activity, not on a simulated workload.
